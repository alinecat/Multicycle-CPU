$ cat design/flow/config.mk
export PLATFORM = sky130hd
export DESIGN_NAME = mux_16x1
export DESIGN_NICKNAME = mux_16x1
export VERILOG_FILES = /design/flow/design.v
export SDC_FILE = /design/flow/constraint.sdc
export NUM_CORES = 4
export LEC_CHECK = 1
export CORE_AREA = 10 10 216 216
export DIE_AREA = 0 0 226 226
$ cat design/flow/constraint.sdc
current_design mux_16x1

set clk_period 2.7
set clk_io_pct 0.2

create_clock -name clk0 -period $clk_period

set non_clock_inputs [all_inputs -no_clocks]
set_input_delay [expr $clk_period * $clk_io_pct] -clock clk0 $non_clock_inputs
set_output_delay [expr $clk_period * $clk_io_pct] -clock clk0 [all_outputs]
$ cat design/flow/run.sh
#!/bin/bash
# OpenROAD 26Q1-2900-gdf79404cd8, Yosys 0.63+post, stock flow scripts
make -C /OpenROAD-flow-scripts/flow DESIGN_CONFIG=/design/flow/config.mk WORK_HOME=/design/flow/orfs finish
$ cat design/flow/design.v
module const_val_gen #(parameter W=128, parameter N= 1'b1)  (out);
	output wire [W-1:0] out        ; 
	assign out[W-1:0] = {W{N}}     ;  
endmodule
module decoder_2x4 (inp, out);
	input   [1:0] inp;
	output  [3:0] out;
	assign out[0] = (~inp[0]) & (~inp[1]) ;
	assign out[1] = ( inp[0]) & (~inp[1]) ;
	assign out[2] = (~inp[0]) & ( inp[1]) ;
	assign out[3] = ( inp[0]) & ( inp[1]) ;
endmodule
module decoder_4x16 (inp, out);
   output [15:0] out;
   input [3:0]   inp;
   parameter val = 16'h0001;
assign out   = (inp == 4'b0000) ? val   :
               (inp == 4'b0001) ? val<<1:
               (inp == 4'b0010) ? val<<2:
               (inp == 4'b0011) ? val<<3:
               (inp == 4'b0100) ? val<<4:
               (inp == 4'b0101) ? val<<5:
               (inp == 4'b0110) ? val<<6:
               (inp == 4'b0111) ? val<<7:
               (inp == 4'b1000) ? val<<8:
               (inp == 4'b1001) ? val<<9:
               (inp == 4'b1010) ? val<<10:
               (inp == 4'b1011) ? val<<11:
               (inp == 4'b1100) ? val<<12:
               (inp == 4'b1101) ? val<<13:
               (inp == 4'b1110) ? val<<14:
               (inp == 4'b1111) ? val<<15: 16'bxxxx_xxxx_xxxx_xxxx;
endmodule
module mux_4x1 #(parameter W= 4) (sel, inp0, inp1, inp2, inp3, out);
	input        [W-1:0] inp0 ;
	input        [W-1:0] inp1 ;
	input        [W-1:0] inp2 ;
	input        [W-1:0] inp3 ;
	input   		 [1:0]   sel  ;
	output  reg  [W-1:0] out  ;
	always @(inp0, inp1, inp2, inp3, sel)
	begin
		case(sel)
			2'b00: out = inp0;
			2'b01: out = inp1;
			2'b10: out = inp2;
			2'b11: out = inp3;
		endcase
	end
endmodule	
module mux_2x1 #(parameter W= 4) (sel, inp0, inp1, out);
	input        [W-1:0] inp0 ;
	input        [W-1:0] inp1 ;
	input                sel  ;
	output  reg  [W-1:0] out  ;
	always @(inp0, inp1, sel)
	begin
		case(sel)
			2'b0: out = inp0;
			2'b1: out = inp1;
		endcase
	end
endmodule	
module alu #(parameter W= 8) (A, B, RES, ALU_CTRL, N, Z, CO, OVF);
	input	signed [W-1:0] A		 ;
	input	signed [W-1:0] B		 ;
	input       [2:0]   ALU_CTRL;
	output reg [W-1:0] RES	;  
	output reg N, Z, CO, OVF;  
always@(A, B, ALU_CTRL)
	begin
		case(ALU_CTRL)
		3'b000:
			begin
				{CO,RES} = A+B   ;  
				if (A[W-1] ~^ B[W-1])
					OVF = RES[W-1] ^ A[W-1];
				else
					OVF = 0;         
			end	
		3'b001:
			begin
				{CO,RES} = A-B   ;
				if (A[W-1] ^ B[W-1])
					OVF = RES[W-1] ^ A[W-1];
				else
					OVF = 0;         
			end
		3'b010:
			begin
				{CO,RES} = B-A   ;
				if (A[W-1] ^ B[W-1])
					OVF = RES[W-1] ^ B[W-1];
				else
					OVF = 0;         
			end
		3'b011:
			begin
				RES = A&(~B);
				CO = 0		 	  ;
				OVF = 0			  ;	
			end
		3'b100:
			begin
				RES = A&B   ;
				CO = 0		     ;
				OVF = 0			  ;					
			end
		3'b101:
			begin
				RES = A|B   ;
				CO = 0		     ;
				OVF = 0			  ;				
			end
		3'b110:
			begin
				RES = A^B   ;
				CO = 0		     ;
				OVF = 0			  ;	
			end
		3'b111:
			begin
				RES = A~^B  ;
				CO = 0		     ;
				OVF = 0			  ;	
			end
		endcase
	N = RES[W-1]			  ;
	Z = (RES == {W{1'b0}}) ;
	end
endmodule
module reg_w_rst #(parameter W=4) (inp, out, CLK, RST);
input         RST, CLK ;
input      [W-1:0] inp ;
output reg [W-1:0] out ;
always@(posedge CLK)
begin
	if (RST == 1'b0)
		out <= inp		  ;
	else
		out <= {W{1'b0}} ;
end
endmodule
module reg_w_rst_we #(parameter W=32) (inp, out, CLK, RST, WE);
input     WE, RST, CLK ;
input      [W-1:0] inp ;
output reg [W-1:0] out ;
initial
begin
	out[W-1] = 0;
end
always@(posedge CLK)
begin
	if ((RST == 1'b0)&(WE == 1'b1))
		out <= inp       ;
	if (RST == 1'b1)
		out <= {W{1'b0}} ; 
end
endmodule
module reg_sl #(parameter W=4) (inp, out, CLK, RST, PS, RL, SiL, SiR);
input   RL, PS, SiL,
		  RST, CLK, SiR  ;
input      [W-1:0] inp ;
output reg [W-1:0] out ;
always@(posedge CLK)
begin
	if (RST== 1'b0)
	begin
		if (PS == 1'b0)
		begin
			if (RL == 1'b0)
			begin
				out[W-1:1] <= out[W-2:0] ;
				out[0]     <= SiR        ;
			end
			else
			begin
				out[W-2:0] <= out[W-1:1] ;
				out[W-1]     <= SiL      ;
			end
		end
		else
		begin
			out <= inp ;
		end
	end
	else
	begin
		out <= {W{1'b0}} ;
	end
end
endmodule
module mux_16x1(
	IN0,
	IN1,
	IN2,
	IN3,
	IN4,
	IN5,
	IN6,
	IN7,
	IN8,
	IN9,
	INA,
	INB,
	INC,
	IND,
	INE,
	INF,
	SEL,
	OUT
);
parameter	W = 32;
input wire	[31:0] IN0;
input wire	[31:0] IN1;
input wire	[31:0] IN2;
input wire	[31:0] IN3;
input wire	[31:0] IN4;
input wire	[31:0] IN5;
input wire	[31:0] IN6;
input wire	[31:0] IN7;
input wire	[31:0] IN8;
input wire	[31:0] IN9;
input wire	[31:0] INA;
input wire	[31:0] INB;
input wire	[31:0] INC;
input wire	[31:0] IND;
input wire	[31:0] INE;
input wire	[31:0] INF;
input wire	[3:0] SEL;
output wire	[31:0] OUT;
wire	[31:0] SYNTHESIZED_WIRE_0;
wire	[31:0] SYNTHESIZED_WIRE_1;
wire	[31:0] SYNTHESIZED_WIRE_2;
wire	[31:0] SYNTHESIZED_WIRE_3;
mux_4x1	b2v_inst(
	.inp0(IN8),
	.inp1(IN9),
	.inp2(INA),
	.inp3(INB),
	.sel(SEL[1:0]),
	.out(SYNTHESIZED_WIRE_2));
	defparam	b2v_inst.W = 32;
mux_4x1	b2v_inst2(
	.inp0(INC),
	.inp1(IND),
	.inp2(INE),
	.inp3(INF),
	.sel(SEL[1:0]),
	.out(SYNTHESIZED_WIRE_3));
	defparam	b2v_inst2.W = 32;
mux_4x1	b2v_inst3(
	.inp0(IN4),
	.inp1(IN5),
	.inp2(IN6),
	.inp3(IN7),
	.sel(SEL[1:0]),
	.out(SYNTHESIZED_WIRE_1));
	defparam	b2v_inst3.W = 32;
mux_4x1	b2v_inst4(
	.inp0(IN0),
	.inp1(IN1),
	.inp2(IN2),
	.inp3(IN3),
	.sel(SEL[1:0]),
	.out(SYNTHESIZED_WIRE_0));
	defparam	b2v_inst4.W = 32;
mux_4x1	b2v_inst5(
	.inp0(SYNTHESIZED_WIRE_0),
	.inp1(SYNTHESIZED_WIRE_1),
	.inp2(SYNTHESIZED_WIRE_2),
	.inp3(SYNTHESIZED_WIRE_3),
	.sel(SEL[3:2]),
	.out(OUT));
	defparam	b2v_inst5.W = 32;
endmodule
==> run summary <==
Implementation numbers.

- The flow ran to the end, but the final reports show violations.
- The final reports fail on negative setup slack.
- The kind of cell adding the most delay to the critical path reads buffers and inverters.
- The cell-mix breakdown from Yosys lists the adder-cell area share as 0%.
- The number of top-level pins reads 548.
- The nature of the critical path endpoint is an output pin.
- The HPWL after detailed placement is 29.7 mm.
- The DRC violation total after the first TritonRoute iteration reads 167.
- For this run, the detailed router reports a per-instance via density of 4.04.
- The number of cells on the worst hold path is listed as 5.
- Per the synthesis report, the single largest cell type by area occupies 77.3% of cell area.
- The OpenROAD warning count reads 34.
- Per the detail_route report, routed wire per instance is 24.3 um.
- Setup repair after global routing could not meet its margin everywhere.
- The buffer_ports step reported a buffer count of 548.
- The critical setup path kind is in2out.
- The beginning of the worst hold path reads IN0[13].
- The area fraction in mux cells reads 77.3%.
- The storage element area reads 0 um2.
- The count of buffering cells on the critical path with inverters included is 6.
- The largest area contributor in the synthesized netlist is sky130_fd_sc_hd__mux4_2.
- The number of cells reported by Yosys stat comes to 271.
- The area overhead of the layout relative to synthesis reads 200%.
- The critical path data required time is 2.16 ns.
- The number of global-route vias before repair was 6561.
- The final critical-path share of the clock period is 103%.
- The footprint of the multi-input gates is 3740 um2.
- The fraction of the core area occupied by cells at floorplan reads 8.89%.
- For reference, the final report shows the hold violation count at 0.
- The number of optimization iterations in the first detailed-route pass is 4.
- The part of the Yosys area used for sequential elements is 0%.
- The time the final worst path needs with I/O delays and setup reads 2.77 ns.
- The maximum fanout along the worst path is 5.
- According to the timing report, the arrival time at the worst endpoint equals 2.23 ns.
- The overall global routing resource usage is 12.7%.
- In the routed design, unresolved DRC markers number 0.
- IR analysis of the VDD net gives a maximum drop of 56.1 uV.
- The count of distinct cell types in the synthesized netlist is 11.
- The cell sequence reported for the critical path is clkbuf_16 -> buf_12 -> buf_4 -> buf_16 -> buf_12 -> mux4_2 -> a22oi_1 -> nand2_1 -> dlygate4sd2_1.
- The global route stage reports its total congestion overflow as 0.
- The cell that appears most often on the critical path is sky130_fd_sc_hd__buf_12.
- The number of fill cells in the layout reads 4336.
- The cell row count reads 75.
- The leakage component of the power is 4.15 nW.
- The maximum cell stage delay along the critical path is 0.48 ns.
- In the post-route analysis, the smallest setup slack over all paths is -0.0699 ns.
- The tally of nets with antenna violations remaining after routing reads 0.
- According to the floorplan report, the total die area is 51100 um2.
- Summing the areas of all and, or, nand and nor instances in the mapped netlist gives 3.83% of the synthesized area.
- In the post-synthesis netlist, the biggest area contributors are sky130_fd_sc_hd__mux4_2, sky130_fd_sc_hd__a22oi_1, sky130_fd_sc_hd__nand2_1.
- Per the summary, power density relative to cell area is 158 nW/um2.
- The critical path's slowest cell reads sky130_fd_sc_hd__mux4_2.
- The congestion estimate from routability-driven global placement came to 0.962.
- The flop count reads 0.
- The layout has 0 clock buffers.
- The count of yosys warnings during synthesis is 1.
- The worst-case headroom to the max-slew limit is 84.1%.
- The count of final max-slew check failures is 0.
- In the synthesized netlist, the dominant kind of combinational cell is multiplexers.
- The cell area after technology mapping reads 3730 um2.
- The transition at the pin with the smallest max-transition slack is 0.238 ns.
- The worst hold-check path type is in2out.
- The share of the core filled with cells is 26.7%.
- The number of setup violations in the final report is 4.
- The detailed router reported a total wirelength of 34.3 mm.
- The core region is 41900 um2.
- Entering global routing, the biggest net connects 33 pins.
- The chip area line in the Yosys stat output reads 3730 um2.
- The final sum of negative setup slack is -0.0917 ns.
- The floorplan step set the die width to 226 um.
- The max-capacitance violation count reads 0.
- Measured along the y axis, the die boundary spans 226 um.
- The worst slack on hold paths is 1.69 ns.
- The synthesized-area fraction occupied by ao, oa, aoi and oai cells is 12.9%.
- The total via count in the routed design reads 5706.
- The number of buffers inserted for hold repair after clock tree synthesis is 0.
- The synthesized instance count reads 271.
- The pre-CTS worst setup slack is -0.254 ns.
- The mean cell area of the mapped netlist reads 13.8 um2.
- The first-pass GRT wire length reads 45.9 mm.
- After layout, the design draws a total of 1.77 mW.
- The terminating pin of the worst hold path is OUT[13].
- The fraction of final layout cells sized beyond drive strength 1 reads 31.1%.
- The number of antenna violations at the first check in global routing is 8.
- The fraction of synthesized cell area in xor and xnor cells is 0%.
- The startpoint type of the worst setup path reads an input port.
- The highest clock rate this design can be run at is 0.361 GHz.
-- worst min-delay path: stages --
cell	delay, ns
sky130_fd_sc_hd__dlymetal6s2s_1	0.13
sky130_fd_sc_hd__mux4_2	0.25
sky130_fd_sc_hd__a22oi_2	0.07
sky130_fd_sc_hd__nand2_1	0.06
sky130_fd_sc_hd__dlymetal6s2s_1	0.10
-- cell usage in the layout, fill, tap and decap left out --
cell type | netlist | layout
sky130_fd_sc_hd__buf_6 | 2 | 2
sky130_fd_sc_hd__buf_4 | 10 | 51
sky130_fd_sc_hd__mux4_2 | 128 | 128
sky130_fd_sc_hd__nor2_4 | 0 | 1
sky130_fd_sc_hd__bufbuf_16 | 0 | 1
sky130_fd_sc_hd__a22oi_2 | 0 | 43
sky130_fd_sc_hd__dlymetal6s2s_1 | 0 | 21
sky130_fd_sc_hd__buf_16 | 0 | 5
sky130_fd_sc_hd__buf_8 | 0 | 4
sky130_fd_sc_hd__clkbuf_2 | 0 | 1
sky130_fd_sc_hd__and2_2 | 0 | 1
sky130_fd_sc_hd__clkbuf_8 | 0 | 1
sky130_fd_sc_hd__nand2_1 | 32 | 32
sky130_fd_sc_hd__clkbuf_16 | 0 | 5
sky130_fd_sc_hd__clkdlybuf4s50_1 | 0 | 502
sky130_fd_sc_hd__nor2b_4 | 0 | 2
sky130_fd_sc_hd__buf_12 | 0 | 25
sky130_fd_sc_hd__a22oi_1 | 64 | 21
sky130_fd_sc_hd__dlygate4sd2_1 | 0 | 20
sky130_fd_sc_hd__clkdlybuf4s15_1 | 0 | 2
sky130_fd_sc_hd__diode_2 | 0 | 4
-- layout make-up --
cell class         instances  area share (%)
diodes                     4          0.0894
repair buffers           640            60.4
multi-input cells        228            33.5
well taps                539            6.03
-- routing by layer --
metal  vias to the layer above  GRT usage (%)  part of all wire (%)
li1                       2494              -                     -
met1                      2761           14.6                    37
met2                       415           20.8                    48
met3                        30           6.83                    14
met4                         6           1.98                   1.6
met5                         -              0                  0.12
-- where the power goes --
part / internal (mW) / switching, mW
clock network: 0.000000200 / 0
registers: 0 / 0
logic: 1.27 / 0.503
total: 1.27 / 0.503
-- cell usage after synthesis, drive strengths merged --
master  instances
clkbuf         21
a22oi          64
and2            1
nand2          32
mux4          128
nor2            1
nor2b           2
buf            22
-- kinds of logic (layout without fill, tap and decap cells) --
logic type | Yosys count | after routing
mux | 128 | 128
compound gates | 64 | 64
other cells | 0 | 4
buf+inv | 43 | 640
simple gates | 36 | 36
-- repair_timing --
item                       CTS  global route
setup buffers               12            23
gates resized               63            47
gates cloned                 5             4
setup endpoints to repair   32            23
pin swaps                   13            25
-- per-stage QoR --
step / area, um2 / instances
final: 11200 / 1411
after global placement: 10300 / 1364
after floorplan: 3730 / 271
after detailed placement: 10300 / 1364
after global routing: 11200 / 1408
after CTS: 10700 / 1381
-- worst max-delay path by stage --
stage / startpoint / depth (start not counted) / slack (ns) / to
finish: SEL[0] / 9 / -0.07 / OUT[19]
global route: SEL[0] / 9 / -0.14 / OUT[19]
CTS: SEL[0] / 7 / -0.12 / OUT[31]
Power and IR drop assume default switching activity.
